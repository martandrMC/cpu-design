**/design/flow/design.v**
```verilog
module register_file(
	input sig_clk,
	input [1:0] ID_addr_read_a, ID_addr_read_b,
	output [7:0] ID_data_read_a, ID_data_read_b,
	input [1:0] DM_addr_write,
	input [7:0] DM_data_write,
	input DM_sig_write
);
reg [7:0] regfile [3:0];
wire sig_fw_a = &( DM_addr_write ~^ ID_addr_read_a ) & DM_sig_write;
wire sig_fw_b = &( DM_addr_write ~^ ID_addr_read_b ) & DM_sig_write;
always_ff @( posedge sig_clk ) begin
	if(DM_sig_write) regfile[DM_addr_write] <= DM_data_write;
end
always_comb begin
	if(sig_fw_a) ID_data_read_a = DM_data_write;
	else ID_data_read_a = regfile[ID_addr_read_a];
	if(sig_fw_b) ID_data_read_b = DM_data_write;
	else ID_data_read_b = regfile[ID_addr_read_b];
end
endmodule
```
**/design/flow/run.sh**
```bash
#!/bin/bash
# OpenROAD 26Q1-2900-gdf79404cd8, Yosys 0.63+post, stock flow scripts
make -C /OpenROAD-flow-scripts/flow DESIGN_CONFIG=/design/flow/config.mk WORK_HOME=/design/flow/orfs finish
```
**/design/flow/config.mk**
```make
export PLATFORM = sky130hd
export DESIGN_NAME = register_file
export DESIGN_NICKNAME = register_file
export VERILOG_FILES = /design/flow/design.v
export SDC_FILE = /design/flow/constraint.sdc
export NUM_CORES = 4
export LEC_CHECK = 1
export CORE_UTILIZATION = 30
```
**/design/flow/constraint.sdc**
```tcl
current_design register_file

set clk_period 1.6
set clk_io_pct 0.2

create_clock -name clk0 -period $clk_period [get_ports {sig_clk}]

set non_clock_inputs [all_inputs -no_clocks]
set_input_delay [expr $clk_period * $clk_io_pct] -clock clk0 $non_clock_inputs
set_output_delay [expr $clk_period * $clk_io_pct] -clock clk0 [all_outputs]
```
==> impl_metrics.toml <==
# yosys + openroad results
[pwr]
leakagePower_nw = 0.925
p_clk_share_pct = 28.3
combPwrFrac_pct = 21.2
power.switching_mw = 0.405
ir_worst_vdd_mv = 0.490
swShare_pct = 20.8
sequentialPowerShare_pct = 50.5
p_per_area_nw_per_um2 = 824
intPower_mw = 1.54
p_total_mw = 1.95

[min_path]
min_to = "regfile[1][6]$_DFFE_PP_"
hp-start = "DM_addr_write[1]"
min_path_type = "input port to register"
hold-path-cell-count = 4

[layout]
top_register = "regfile"
layout-drive-gt1-share_pct = 62.1
finalInstanceArea_um2 = 2360
reg.largest.list = "regfile: 32 flops"
syn2layout_area_growth_pct = 45.2
largest_register_ffs = 32

[critical_path]
arrival_ps = 1650
crit_path_start = "regfile[3][4]$_DFFE_PP_"
crit_fanout = 2
path_class = "register to primary output"
required_ps = 1280
end_kind = "primary output"
cp-start-kind = "register"

[die]
die_w_um = 75.6
chipArea_um2 = 5720
fp_util_pct = 31.4
fp-row-count = 26
core_area_um2 = 5170
die_h_um = 75.6
io_pins = 32

[clock_network]
numCtsBuffers = 5
htreeDepth = 2
clockBufferDepth = 2
cts.clk_slew.worst_paths_ps = 60
clkSinkCount = 32
cts-root-buf = "clkbuf_8"
cts_tree = "built"

[routing]
drc_errors = 0
first_pass_iters = 4
via_per_inst = 4.63
num_vias = 973
ant_nets = 0
antenna_cells_inserted = 0
drt_iter0_markers = 34
wl_per_cell_um = 16.3
wirelength_mm = 3.43

[place]
port_buffers = 31
hpwl_mm = 2.39
place_ws_ps = -895
gp_congestion = 0.772
post_dp_cell_area_um2 = 2210

[final_timing]
fin_crit_sh_pct = 123
worst_pin_slew_ps = 218
maxSlewViolCount = 0
hold_viol = 0
timing.fmax_mhz = 507
rsz0062_at_grt = "yes"
layout_setup_ws_ps = -374
period_needed_ps = 1970
setup_viol = 16
relSlewSlack_pct = 85.5

[synth]
syn_inst = 79
ys.flops = 32
synth_warnings = 5
synth_cell_types = 13
yosysChipArea_um2 = 1630
ys_seq_share_pct = 59.1
synth_stat.cells = 79
syn_avg_cell_area_um2 = 20.6
synthesis.area_um2 = 1630

[global_routing]
grt_start_max_net_pins = 10
grt.total_usage_pct = 14.5
grt_pass1_vias = 1036
grt_pass1_wl_mm = 5.39
antenna_found_initial = 0
overflow = 0

[status]
violations = "negative setup slack"
status = "finished, violations left"

[flow_run]
maxCapViolCount = 0
warning_count = 27
-- cells by family (layout without fill, tap and decap cells) --
kind of cell | count (synthesis) | in the layout | share of synthesized area [%]
xor+xnor | 4 | 4 | 2.15
simple gates | 7 | 7 | 3.08
buf+inv | 4 | 65 | 2.00
flops | 32 | 32 | 59.1
mux | 32 | 32 | 33.7
-- cell type report --
class                      count  area, µm²
fill                         437       2810
sequential                    32        961
timing repair buffer          58        543
clock buffer                   6       72.6
clock inverter                 1       5.00
tap                           70       87.6
multi-input combinational     43        693
-- cells in the final DEF, fill, tap and decap left out --
cell	count
edfxtp_1	32
buf_4	17
mux4_2	16
mux2_4	16
buf_2	14
clkdlybuf4s50_1	8
buf_6	8
clkbuf_8	5
dlygate4sd2_1	4
buf_12	4
xnor2_1	3
nand3_2	2
buf_16	2
xnor2_2	1
nand2_1	1
nor2_1	1
and3b_1	1
nor3b_1	1
and3_1	1
clkinv_2	1
clkbuf_1	1
clkbuf_2	1
-- metal layers --
metal / vias to the layer above / GRT usage [%] / routed length, µm
li1: 455 / - / -
met1: 472 / 21.7 / 1490
met2: 41 / 22.4 / 1620
met3: 5 / 5.36 / 266
met4: 0 / 2.26 / 48
met5: - / 0 / 0
-- cells in the mapped netlist --
master    count  share of area (%)
xnor2_1       4                2.2
mux2_4        2                1.8
and3b_1       1               0.54
nor3b_1       1               0.46
buf_6         2                1.4
buf_2         2               0.62
nor2_1        1               0.23
nand2_1       1               0.23
and3_1        1               0.38
mux2_2       14                9.7
mux4_2       16                 22
edfxtp_1     32                 59
nand3_2       2                1.2
-- worst max-delay path by stage --
stage	end	slack [ps]	cells after the start
4_1_cts	ID_data_read_a[6]	-380	4
5_1_grt	ID_data_read_b[4]	-430	4
6_report	ID_data_read_b[4]	-370	4
-- per-stage QoR --
step / utilization, % / setup TNS [ps] / std cells / hold WS [ps]
after floorplan: - / 0 / 79 / 419
after global placement: 42.8 / -16640 / 199 / 989
after detailed placement: 42.8 / -16840 / 199 / 1020
after CTS: 45.1 / -4020 / 210 / 729
after global routing: 45.7 / -4690 / 210 / 710
final: 45.7 / -3800 / 210 / 700
-- repair_timing --
action,4_1_cts,5_1_grt
cloned,2,0
setup buffers,2,0
pin swaps,3,2
endpoints found under the setup margin,16,16
gates resized,81,7
hold buffers,0,0
-- worst max-delay path: stages, from the launching register on --
cell	delay, ps
edfxtp_1	390
buf_4	150
mux4_2	460
mux2_4	280
buf_6	110
-- power groups by stage --
stage	logic [mW]	clock network [mW]	registers, mW
after CTS	0.400	0.570	0.983
after global routing	0.444	0.609	0.986
final	0.412	0.551	0.983
No activity file was given, so power comes from the tool's default toggle rates.
