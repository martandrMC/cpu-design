===== flow/config.mk =====
export PLATFORM = sky130hd
export DESIGN_NAME = memory_stage
export DESIGN_NICKNAME = memory_stage
export VERILOG_FILES = /design/flow/design.v
export SDC_FILE = /design/flow/constraint.sdc
export NUM_CORES = 4
export LEC_CHECK = 1
export CORE_UTILIZATION = 40

===== flow/constraint.sdc =====
current_design memory_stage

set clk_period 37.3
set clk_io_pct 0.2

create_clock -name clk0 -period $clk_period [get_ports {sig_clk}]

set non_clock_inputs [all_inputs -no_clocks]
set_input_delay [expr $clk_period * $clk_io_pct] -clock clk0 $non_clock_inputs
set_output_delay [expr $clk_period * $clk_io_pct] -clock clk0 [all_outputs]

===== flow/design.v =====
module memory_stage(
	input sig_clk,
	input [7:0] IF_addr_pgm,
	output reg [1:0] RF_addr_write,
	output [7:0] RF_data_write,
	output reg RF_sig_ctrl_RF,
	output reg [7:0] ID_EX_data_pgm,
	input [7:0] EX_data_result, EX_data_reg,
	input [1:0] EX_addr_reg, EX_sig_ctrl_DM,
	input EX_sig_ctrl_RF
);
(* ram_init_file = "dedotated_wam.mif" *) reg [7:0] dedotated_wam [255:0];
reg [7:0] data_membuf, data_resbuf;
reg sig_select;
always_ff @( posedge sig_clk ) begin
	RF_sig_ctrl_RF <= EX_sig_ctrl_RF;
	RF_addr_write <= EX_addr_reg;
	data_resbuf <= EX_data_result;
	sig_select <= EX_sig_ctrl_DM[1];
	ID_EX_data_pgm <= dedotated_wam[IF_addr_pgm];
	data_membuf <= dedotated_wam[EX_data_result];
	if(EX_sig_ctrl_DM[0]) dedotated_wam[EX_data_result] <= EX_data_reg;
end
always_comb begin
	if(sig_select) RF_data_write = data_membuf;
	else RF_data_write = data_resbuf;
end
endmodule

===== flow/run.sh =====
#!/bin/bash
# OpenROAD 26Q1-2900-gdf79404cd8, Yosys 0.63+post, stock flow scripts
make -C /OpenROAD-flow-scripts/flow DESIGN_CONFIG=/design/flow/config.mk WORK_HOME=/design/flow/orfs finish

==> flow report <==
==================================================================================================
Library cell occupying the most area in the post-synthesis netlist                    sky130_fd_sc_hd__edfxtp_1
Status                                                                                complete, but fails checks
Vias per cell                                                                                 6.44
Via count of the first global-routing pass                                                   60.6k
Number of DRC markers in iteration 0                                                          4296
Final core utilization                                                                       45.8%
Fraction of layout cells with a size suffix above 1                                          35.3%
Summed instance area of the synthesized netlist                                         0.0963 mm²
Final setup violating endpoints                                                                  0
Combinational share of power                                                                  8.5%
Detail-routed net length per standard cell                                                 39.7 µm
Cell-by-cell trace of the critical path                                               buf_8 -> buf_4 -> buf_4 -> buf_4 -> buf_4 -> buf_4 -> mux4_2 -> mux2i_1 -> nor3_1 -> nor4_1 -> and3_1 -> nand4_1
Sequential Power Share                                                                       49.4%
Post-synth tally of flip-flops with integrated enable                                         2048
Total power                                                                                5.22 mW
Critical Path Sink Type                                                                  flip-flop
Clk Latency, worst-skew pair                                                               0.90 ns
Unrepaired setup endpoints after global routing                                                 no
Deepest clock path buffer count                                                                  3
Non-Filler Cell Area, Final                                                              0.109 mm²
Met2 capacity usage during global routing                                                    43.4%
Overall overflow remaining after global route                                                    0
Clock tree from TritonCTS                                                                      yes
Horizontal die dimension                                                                    493 µm
Total number of vias                                                                         54.9k
CP required                                                                               38.08 ns
Type of the most critical hold path                                                   flip-flop to flip-flop
Worst Setup Start Kind                                                                primary input
Setup ws final                                                                            24.67 ns
Postcts setup bufs                                                                               0
Post-route non-filler standard cell count                                                     8534
Maximum level of the CTS H-tree                                                                  4
Number of cells on the worst hold path                                                           3
Worst slew margin                                                                           -3.45%
Setup TNS Final                                                                               0 ns
Routability congestion estimate                                                               1.06
Initial core utilization                                                                     40.4%
Global routing usage on met3                                                                 24.8%
Syn-to-layout area delta                                                                     13.5%
Peak per-stage delay on the critical path                                                  0.95 ns
Global-route wire length before repair                                                      472 mm
Final Slew Violations                                                                            2
Inst Count DP                                                                                 8115
Final worst clock skew                                                                   0.0769 ns
Dominant flop cell                                                                    sky130_fd_sc_hd__edfxtp_1
Share of power burned in the clock network                                                   42.0%
Layer carrying the most global-route usage                                                    met2
Synth top area share                                                                         63.8%
Number of warnings reported in the yosys synthesis log                                           3
Count of filler cells inserted in the layout                                                 20.0k
Maximum clock frequency                                                                 0.0792 GHz
Count of buffers from port buffering                                                            48
Post-synthesis average cell area                                                          19.8 µm²
Largest net degree at the start of global routing                                              124
Top-level port count                                                                            49
Synthesized flop and latch total                                                              2076
Type of the setup path with the least slack                                           primary input to flip-flop
Slew of the pin with the lowest slew margin                                                1.55 ns
Number of sinks driven by the clock tree                                                      2076
Power density over the cells                                                           47.7 mW/mm²
Post-detailed-route count of antenna-violating nets                                              0
Final cycle utilization of the critical path                                                 33.9%
Net Sw Power                                                                               1.24 mW
Switching fraction of total power                                                            23.8%
Rows                                                                                           179
Post-synth ARST share                                                                           0%
Post-cts sizing count                                                                            0
Top cells, area                                                                       sky130_fd_sc_hd__edfxtp_1 (64%), sky130_fd_sc_hd__mux4_2 (24%), sky130_fd_sc_hd__mux2i_1 (2.3%), sky130_fd_sc_hd__nor2_1 (1.1%), sky130_fd_sc_hd__mux2_2 (0.81%)
Core area                                                                                0.239 mm²
Die footprint                                                                            0.243 mm²
Distinct lib cells                                                                              56
Yosys cell count                                                                              4877
Most common cell on crit path                                                         sky130_fd_sc_hd__buf_4
Largest fanout on the critical path                                                             47
Area post-placement                                                                      0.102 mm²
Tot GR Track Use                                                                             31.2%
Final hold viol count                                                                            0
Worst-case hold slack                                                                     0.899 ns
Register-to-Register Path Depth                                                                  6
Crit-path slowest cell                                                                sky130_fd_sc_hd__nor4_1
Count of tool warnings                                                                          35
Worst slack at placement                                                                  23.77 ns
Cell-internal power                                                                        3.98 mW
Signal arrival time at the worst endpoint                                                 13.41 ns
Met1 Use GR                                                                                  35.3%
DRC violations left                                                                              0
Peak supply drop                                                                           42.0 µV
First-pass iteration count of the detailed router                                                8
Maximum capacitance violations                                                                   1
Gate count of the mapped netlist                                                              4877
Initial antenna violation count                                                                 19
Dpl hpwl                                                                                    230 mm
Number of buffers inserted for hold repair after clock tree synthesis                            0
Root buffer selected by CTS                                                           sky130_fd_sc_hd__clkbuf_16
Synth Seq Share                                                                              64.4%
Routed Wire Length                                                                          339 mm
Number of buffers created by CTS                                                               221
Static Leak                                                                                34.3 nW
Yosys-reported design area after synthesis                                              0.0963 mm²
Failing checks                                                                        max-capacitance violations, max-slew violations
Die span in y                                                                               493 µm
Minimum period implied by the final worst setup slack                                     12.63 ns
Clock transition time at the flip-flop clock pins of the worst setup and hold paths        0.06 ns
==================================================================================================
## power by group through the flow
stage | logic (mW) | registers, mW | clock network (mW)
CTS | 0.440 | 2.58 | 2.22
global route | 0.461 | 2.58 | 2.31
finish | 0.446 | 2.58 | 2.19
## cell type report
type / count / area (µm²) / share of cell area [%]
well taps: 3167 / 3960 / 3.62
clock buffers: 268 / 5770 / 5.28
clock inverters: 143 / 1410 / 1.29
repair buffers: 464 / 3730 / 3.41
inverters: 7 / 27.5 / 0.0252
flip-flops and latches: 2076 / 62100 / 56.7
diodes: 8 / 20.0 / 0.0183
multi-input cells: 2401 / 32400 / 29.6
## per-layer routing
metal | up-vias | wire, µm | share of wire (%)
met5 | - | 811 | 0.24
met4 | 38 | 21700 | 6.4
met3 | 792 | 62300 | 18
met2 | 3936 | 154000 | 45
met1 | 28400 | 101000 | 30
li1 | 21700 | - | -
## critical path: cells and delay by family
| family | cells | cell delay [ns] |
|---|---|---|
| simple gates | 4 | 1.47 |
| buf+inv | 6 | 3.45 |
| mux | 2 | 0.86 |
## registers in the layout, summed over array words and instances (netlist names)
name and count:
data_resbuf 8, ID_EX_data_pgm 8, RF_addr_write 2, sig_select 1, RF_sig_ctrl_RF 1, dedotated_wam 2048
data_membuf 8
## logic make-up after synthesis
kind of cell,synth area share [%]
flip-flops,64.4
multiplexers,27.4
AND/OR/NAND/NOR,3.03
AND-OR/OR-AND,3.09
buffers and inverters,2.09
## path summary, 6_finish.rpt
kind	startpoint	slack (ns)	end
setup / recovery	EX_data_result[0]	24.67	data_membuf[5]
hold reg to reg	dedotated_wam[86][1]	0.90	data_membuf[1]
hold / removal	dedotated_wam[86][1]	0.90	data_membuf[1]
setup reg to reg	dedotated_wam[206][6]	33.77	ID_EX_data_pgm[6]
## cells in the final DEF (no fill, tap or decap), types with 8 or more instances in the layout
| master | count |
|---|---|
| sky130_fd_sc_hd__nand3_1 | 27 |
| sky130_fd_sc_hd__edfxtp_1 | 2048 |
| sky130_fd_sc_hd__mux4_2 | 1039 |
| sky130_fd_sc_hd__nor3_1 | 45 |
| sky130_fd_sc_hd__a211oi_1 | 30 |
| sky130_fd_sc_hd__o21ai_0 | 21 |
| sky130_fd_sc_hd__a22oi_1 | 80 |
| sky130_fd_sc_hd__mux2_2 | 69 |
| sky130_fd_sc_hd__o22ai_1 | 112 |
| sky130_fd_sc_hd__nand2b_1 | 16 |
| sky130_fd_sc_hd__clkbuf_8 | 8 |
| sky130_fd_sc_hd__clkdlybuf4s50_1 | 28 |
| sky130_fd_sc_hd__nand4_1 | 8 |
| sky130_fd_sc_hd__o32ai_1 | 12 |
| sky130_fd_sc_hd__clkbuf_16 | 224 |
| sky130_fd_sc_hd__bufinv_16 | 21 |
| sky130_fd_sc_hd__nand2_1 | 144 |
| sky130_fd_sc_hd__buf_12 | 8 |
| sky130_fd_sc_hd__nand3b_1 | 9 |
| sky130_fd_sc_hd__a31oi_1 | 12 |
| sky130_fd_sc_hd__clkinv_1 | 51 |
| sky130_fd_sc_hd__and2_1 | 10 |
| sky130_fd_sc_hd__a221oi_1 | 29 |
| sky130_fd_sc_hd__o221ai_1 | 10 |
| sky130_fd_sc_hd__buf_4 | 410 |
| sky130_fd_sc_hd__nor2_1 | 283 |
| sky130_fd_sc_hd__diode_2 | 8 |
| sky130_fd_sc_hd__dfxtp_1 | 28 |
| sky130_fd_sc_hd__nor2b_1 | 19 |
| sky130_fd_sc_hd__clkinv_2 | 50 |
| sky130_fd_sc_hd__nor4_1 | 28 |
| sky130_fd_sc_hd__a21oi_1 | 62 |
| sky130_fd_sc_hd__a22o_1 | 27 |
| sky130_fd_sc_hd__mux2i_1 | 219 |
| sky130_fd_sc_hd__clkbuf_1 | 44 |
## cells in the mapped netlist, drive strengths merged (46+ instances only)
cell / count
edfxtp: 2048
mux4: 1039
nor2: 285
buf: 239
mux2i: 219
clkbuf: 154
nand2: 147
o22ai: 112
a22oi: 80
mux2: 69
a21oi: 62
nor3: 46
Power figures rest on the tool's default switching activity, not on a simulated workload.
