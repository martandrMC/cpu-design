File: flow/config.mk
export PLATFORM = sky130hd
export DESIGN_NAME = execute_stage
export DESIGN_NICKNAME = execute_stage
export VERILOG_FILES = /design/flow/design.v
export SDC_FILE = /design/flow/constraint.sdc
export NUM_CORES = 4
export LEC_CHECK = 1
export CORE_UTILIZATION = 30
File: flow/constraint.sdc
current_design execute_stage

set clk_period 5.0
set clk_io_pct 0.2

create_clock -name clk0 -period $clk_period [get_ports {sig_clk}]

set non_clock_inputs [all_inputs -no_clocks]
set_input_delay [expr $clk_period * $clk_io_pct] -clock clk0 $non_clock_inputs
set_output_delay [expr $clk_period * $clk_io_pct] -clock clk0 [all_outputs]
File: flow/design.v
module execute_stage(
	input sig_clk,
	output [7:0] IF_addr_jmp,
	output IF_sig_jmp,
	input [7:0] ID_addr_pgm,
	input [6:0] ID_sig_ctrl_EX,
	input [1:0] ID_sig_ctrl_DM, ID_addr_a,
	input ID_sig_ctrl_RF,
	input [7:0] FW_data_fw_a, FW_data_fw_b,
	input [7:0] DM_data_imm,
	output reg [7:0] FW_DM_data_result, DM_data_reg,
	output reg [1:0] FW_DM_addr_reg, DM_sig_ctrl_DM,
	output reg FW_DM_sig_ctrl_RF
);
always_ff @( posedge sig_clk ) begin
	DM_data_reg <= FW_data_fw_a;
	FW_DM_sig_ctrl_RF <= ID_sig_ctrl_RF;
	DM_sig_ctrl_DM <= ID_sig_ctrl_DM;
	FW_DM_addr_reg <= ID_addr_a;
end
reg flag;
wire [7:0] data_comb_b, data_alu, data_addrgen;
wire [7:0] data_result_arithm, data_result_logic, data_result_shift, data_result_stack;
wire sig_flag_arithm, sig_flag_shift, sig_condition;
assign IF_sig_jmp = & ID_sig_ctrl_EX[6:5] & sig_condition;
always_ff @( posedge sig_clk ) begin
	if(~| ID_sig_ctrl_EX[6:5] & ~ID_sig_ctrl_EX[2]) begin
		if(ID_sig_ctrl_EX[3]) flag = sig_flag_shift;
		else flag = sig_flag_arithm;
	end
	if(ID_sig_ctrl_EX[6]) begin
		if(ID_sig_ctrl_EX[5]) FW_DM_data_result <= 8'h00;
		else FW_DM_data_result <= ID_addr_pgm;
	end else begin
		if(ID_sig_ctrl_EX[5]) FW_DM_data_result <= data_addrgen;
		else FW_DM_data_result <= data_alu;
	end
end
always_comb begin
	if(ID_sig_ctrl_EX[4]) data_comb_b = DM_data_imm;
	else data_comb_b = FW_data_fw_b;
	if(ID_sig_ctrl_EX[3]) begin
		if(ID_sig_ctrl_EX[2]) data_alu = data_result_stack;
		else data_alu = data_result_shift;
	end else begin
		if(ID_sig_ctrl_EX[2]) data_alu = data_result_logic;
		else data_alu = data_result_arithm;
	end
	if(ID_sig_ctrl_EX[4]) data_addrgen = DM_data_imm;
	else data_addrgen = DM_data_imm + data_comb_b;
	if(ID_sig_ctrl_EX[3]) IF_addr_jmp = FW_data_fw_a;
	else IF_addr_jmp = data_addrgen;
	if(ID_sig_ctrl_EX[1]) begin
		if(ID_sig_ctrl_EX[0]) sig_condition = ~| FW_data_fw_a;
		else sig_condition = flag;
	end else sig_condition = ID_sig_ctrl_EX[0];
end
alu_arithmetic _arithm(
	.sig_ctrl(ID_sig_ctrl_EX[1:0]),
	.data_a(FW_data_fw_a), 
	.data_b(data_comb_b),
	.sig_flag(flag),
	.data_result(data_result_arithm),
	.sig_flag_new(sig_flag_arithm)
);
alu_logic _logic(
	.sig_ctrl(ID_sig_ctrl_EX[1:0]),
	.data_a(FW_data_fw_a),
	.data_b(data_comb_b),
	.data_result(data_result_logic)
);
alu_shift _shift(
	.sig_ctrl(ID_sig_ctrl_EX[1:0]),
	.data_a(FW_data_fw_a),
	.data_b(data_comb_b),
	.sig_flag(flag),
	.data_result(data_result_shift),
	.sig_flag_new(sig_flag_shift)
);
stack _stack(
	.sig_clk(sig_clk),
	.sig_ctrl(ID_sig_ctrl_EX[3:0]),
	.data_a(FW_data_fw_a),
	.data_result(data_result_stack)
);
endmodule
module alu_arithmetic(
	input [1:0] sig_ctrl,
	input [7:0] data_a, data_b,
	input sig_flag,
	output [7:0] data_result,
	output sig_flag_new
);
wire [7:0] data_b_cinv = data_b ^ {8{sig_ctrl[0]}};
wire carry_in;
always_comb begin
	if(sig_ctrl[1]) carry_in = sig_flag;
	else carry_in = sig_ctrl[0];
	{sig_flag_new, data_result} = {1'b0, data_a} + {1'b0, data_b_cinv} + carry_in;
end
endmodule
module alu_logic(
	input [1:0] sig_ctrl,
	input [7:0] data_a, data_b,
	output [7:0] data_result
);
wire [7:0] data_or = data_a | data_b;
wire [7:0] data_and = data_a & data_b;
wire [7:0] data_xor = data_a ^ data_b;
wire [7:0] data_nor = ~(data_or);
always_comb begin
	if(sig_ctrl[1]) begin
		if(sig_ctrl[0]) data_result = data_xor;
		else data_result = data_nor;
	end else begin
		if(sig_ctrl[0]) data_result = data_or;
		else data_result = data_and;
	end
end
endmodule
module alu_shift(
	input [1:0] sig_ctrl,
	input [7:0] data_a, data_b,
	input sig_flag,
	output [7:0] data_result,
	output sig_flag_new
);
wire sig_bit_eight = sig_flag & sig_ctrl[0];
wire [8:0] data_shout = {sig_bit_eight, data_a} >> 1;
always_comb begin
	if(sig_ctrl[1]) begin
		data_result = data_b;
		sig_flag_new = sig_flag;
	end else begin
		data_result = data_shout[7:0];
		sig_flag_new = data_a[0];
	end
end
endmodule
module stack(
	input sig_clk,
	input [3:0] sig_ctrl,
	input [7:0] data_a,
	output [7:0] data_result
);
reg [7:0] stack_ptr;
wire sig_sp_write = & sig_ctrl[3:2] & (~sig_ctrl[1] | sig_ctrl[0]);
wire [7:0] data_sp_offset = {{7{sig_ctrl[0]}},1'b1};
always_ff @( posedge sig_clk ) begin
	if(sig_sp_write) begin
		if(sig_ctrl[1]) stack_ptr <= data_a;
		else stack_ptr <= stack_ptr + data_sp_offset;
	end
end
always_comb begin
	if(sig_ctrl[0]) data_result = stack_ptr + data_sp_offset;
	else data_result = stack_ptr;
end
endmodule
File: flow/run.sh
#!/bin/bash
# OpenROAD 26Q1-2900-gdf79404cd8, Yosys 0.63+post, stock flow scripts
make -C /OpenROAD-flow-scripts/flow DESIGN_CONFIG=/design/flow/config.mk WORK_HOME=/design/flow/orfs finish
==> ci_impl_report.md <==
### Yosys + OpenROAD results

| Metric | Value |
|---|---|
| Status | `finished clean` |
| Clock tree root driver cell | `clkbuf_8` |
| Final hold violation count | `0` |
| Min-delay worst type | `register to register` |
| Max cap viols | `0` |
| Critical-path cell list | `clkdlybuf4s50_1 > buf_6 > mux2i_2 > inv_1 > ha_2 > inv_1 > fa_2 > nor2b_2 > o21a_1 > o21a_1 > o31ai_1 > nor2_1 > a21oi_1 > clkdlybuf4s50_1` |
| Setup Crit Path Kind | `primary input to output pin` |
| CP endpoint kind | `output pin` |
| Area leader, netlist | `ha_1` |
| Inserted Diodes | `0` |
| Die Y | `106.7 um` |
| Vias/cell | `5.185` |
| Power share of the combinational group | `0.451` |
| First-pass GRT wire length | `15390 um` |
| Via count | `3199` |
| Mean Syn Cell Area | `8.276 um^2` |
| Post-synth EDFFs | `9` |
| Maximum VDD drop | `0.09853 mV` |
| Critical-path top delay cell | `clkdlybuf4s50_1` |
| Layout cell share with drive strength beyond 1 | `0.1247` |
| CTS tree | `built` |
| Die width | `106.7 um` |
| Area Overhead vs Synth | `34.39%` |
| Core area | `10460 um^2` |
| Tool Warnings | `35` |
| Storage cell area | `690.7 um^2` |
| Comb area | `2414 um^2` |
| Final wirelength | `9892 um` |
| Post-synthesis cell count | `397` |
| Worst-path maximum fanout | `5` |
| Crit start category | `primary input` |
| Post-route total power | `0.9095 mW` |
| Main synth FF type | `dfxtp_1` |
| Post-synth area hogs | `ha_1 14%, dfxtp_1 13%, edfxtp_1 8.2%, mux2i_1 5.8%, a21oi_1 4.6%` |
| Unrepaired setup endpoints after global routing | `yes` |
| # DRC | `0` |
| Tmin final | `4875 ps` |
| Initial antenna violation count | `0` |
| Crit-path leading delay family | `buffers and inverters` |
| Tcrit/Tclk final | `0.9751` |
| DRT iter0 DRCs | `191` |
| Seq share, synth | `0.2102` |
| Final Cell Area | `4415 um^2` |
| GRT Overall Usage | `0.1768` |
| Switching share of power | `0.3478` |
| Grt ovf | `0` |
| Ys flops | `30` |
| Final setup fails | `0` |
| Distinct cells, synth | `60` |
| P_int | `0.5931 mW` |
| WP data arrival | `3880 ps` |
| Mapped Area | `3286 um^2` |
| Power Density | `206.0 nW/um^2` |
| Worst slew pin tran | `623.9 ps` |
| Worst-case clock buffer depth | `2` |
| Fraction of registers with async set or reset after synthesis | `0` |
| Yosys top cell area share | `0.1409` |
| Dpl hpwl | `7256 um` |
| Clock transition at the registers of the reported paths | `70 ps` |
| CP Data Required Time | `4000 ps` |
| Drt first pass iters | `4` |
| Fmax | `0.2051 GHz` |
| RD Place Congestion | `0.9254` |
| Vias in the first global route | `3086` |
| Wire length per cell | `16.03 um` |
| Max Slew Vio Count | `0` |
| Warnings, synthesis | `30` |
| Seq pwr share | `0.305` |
| Largest net degree at the start of global routing | `39` |
| Area reported by Yosys stat | `3286 um^2` |
| Crit path largest cell delay | `500 ps` |
| Filler cells | `1007` |
| H-tree depth | `2` |
| I/O pin count | `75` |
| WP buf/inv | `5` |
| Antenna-violating nets left | `0` |
| Switch Pwr | `0.3163 mW` |
| Yosys cell count | `397` |
| Clk pwr share | `0.244` |
| Clk sinks | `30` |
| Layout Skew | `12.27 ps` |
| Die footprint | `11370 um^2` |
| Insertion Delay late pin | `290 ps` |
| Core Util at FP | `0.3140` |
| Hold slack | `686.8 ps` |
| Port Buffers | `74` |
| Row cnt | `37` |
| Post-DP Area | `4234 um^2` |
| P_leak | `1.875 nW` |
| Slew HR | `0.5836` |
| TritonCTS buffer count | `5` |
| # hold bufs at CTS | `0` |
[what timing repair did]
item	in CTS	in global routing
pin swaps	0	4
gates cloned	0	1
setup endpoints to repair	1	3
resized	2	17
hold endpoints to repair	0	0
setup buffers	0	2
[cell usage after synthesis, types with 4 or more instances]
cell type and number:
nand3_1 5, o21a_1 8, mux4_2 4, a21o_1 8, a211oi_1 12, xor2_1 7
o2111ai_1 4, inv_1 28, o21ai_0 22, buf_2 7, a21oi_1 30, xnor2_1 11
fa_1 4, ha_1 37, a21boi_0 4, edfxtp_1 9, o211ai_1 9, mux2i_1 19
nor2_1 26, nand2b_1 4, dfxtp_1 21, clkbuf_1 9, nand2_1 34, nor2b_1 8
o31ai_1 5, nor3_1 7
[worst paths after layout]
kind | start | end | slack, ps | cells past startpoint
worst min-delay path | _stack.stack_ptr[0] | _stack.stack_ptr[0] | 690 | 1
worst max-delay path | ID_sig_ctrl_EX[4] | IF_addr_jmp[4] | 120 | 14
worst max register to register | flag | flag | 2170 | 10
worst min register to register | _stack.stack_ptr[0] | _stack.stack_ptr[0] | 690 | 1
[routing by layer]
layer | routed length, um | part of all wire | GRT usage
met1 | 4664 | 0.47 | 0.2548
met2 | 4344 | 0.44 | 0.2820
met3 | 810 | 0.082 | 0.04030
met4 | 72 | 0.0073 | 0.02153
met5 | 0 | 0 | 0
[logic make-up (layout without fill, tap and decap cells)]
kind of cell               count (synthesis)  count (layout)  share of synthesized area
AOI/OAI and AO/OA                        124             124                     0.2502
and+or+nand+nor                          105             105                     0.1550
buffers and inverters                     52             136                    0.07045
adders and majority gates                 41              41                     0.1653
DFF                                       30              30                     0.2102
muxes                                     27              27                     0.1009
xor gates and xnor gates                  18              18                    0.04798
[power groups by stage]
stage	clock network (mW)	registers [mW]	logic, mW
6_report	0.222	0.277	0.411
4_1_cts	0.231	0.277	0.400
5_1_grt	0.238	0.279	0.455
[layout make-up]
| cell class | instances | area share |
|---|---|---|
| tap | 136 | 0.03854 |
| sequential | 30 | 0.1564 |
| multi-input combinational | 315 | 0.5466 |
| inverter | 29 | 0.02465 |
| timing repair buffer | 99 | 0.2122 |
| clock buffer | 6 | 0.01870 |
| clock inverter | 2 | 0.002834 |
[metrics by stage]
stage	setup WS, ps	utilization	TNS [ps]	instances
final	124.7	0.4220	0	617
after global routing	-42.69	0.4220	-47.24	617
after CTS	22.09	0.4145	0	614
after detailed placement	16.75	0.4047	0	606
after global placement	52.50	0.4047	0	606
after floorplan	1004	-	0	397
[layout by cell type (no fill, tap or decap), types with 3 or more instances in the layout]
| master | instances |
|---|---|
| nand2_1 | 34 |
| clkbuf_8 | 6 |
| edfxtp_1 | 9 |
| ha_1 | 34 |
| xnor2_1 | 11 |
| o211ai_1 | 9 |
| dfxtp_1 | 21 |
| mux2i_2 | 4 |
| nor3_1 | 7 |
| a31oi_1 | 3 |
| o31ai_1 | 5 |
| mux2i_1 | 16 |
| a211oi_1 | 10 |
| nand2b_1 | 4 |
| a21oi_1 | 30 |
| o21a_1 | 8 |
| o21ai_0 | 22 |
| o2111ai_1 | 4 |
| buf_4 | 23 |
| fa_1 | 3 |
| o21ai_1 | 3 |
| a21o_1 | 8 |
| xor2_1 | 7 |
| a211oi_2 | 3 |
| nor4_1 | 3 |
| clkdlybuf4s50_1 | 72 |
| nor2_1 | 26 |
| nor2b_1 | 7 |
| mux4_2 | 4 |
| nand3_1 | 5 |
| inv_1 | 28 |
Power is estimated from default activity; no workload was simulated.
